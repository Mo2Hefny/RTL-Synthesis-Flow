`flow/config.mk`:
```
export PLATFORM = sky130hd
export DESIGN_NAME = tree_multiplier
export DESIGN_NICKNAME = tree_multiplier
export VERILOG_FILES = /design/flow/design.v
export SDC_FILE = /design/flow/constraint.sdc
export NUM_CORES = 4
export LEC_CHECK = 1
export CORE_UTILIZATION = 40
```
`flow/constraint.sdc`:
```
current_design tree_multiplier

set clk_period 33.2
set clk_io_pct 0.2

create_clock -name clk0 -period $clk_period

set non_clock_inputs [all_inputs -no_clocks]
set_input_delay [expr $clk_period * $clk_io_pct] -clock clk0 $non_clock_inputs
set_output_delay [expr $clk_period * $clk_io_pct] -clock clk0 [all_outputs]
```
`flow/run.sh`:
```
#!/bin/bash
# OpenROAD 26Q1-2900-gdf79404cd8, Yosys 0.63+post, stock flow scripts
make -C /OpenROAD-flow-scripts/flow DESIGN_CONFIG=/design/flow/config.mk WORK_HOME=/design/flow/orfs finish
```
`flow/design.v`:
```
module tree_multiplier #(parameter W=32, parameter N=4) (
    input signed [W-1:0] a,
    input signed [W-1:0] b,
    output signed [2*W-1:0] product
);
    wire is_negative = a[W-1] ^ b[W-1];
    wire [W-1:0] a_pos = a[W-1] ? ~a + 1 : a;
    wire [W-1:0] b_pos = b[W-1] ? ~b + 1 : b;
    wire [W-1:0] partial_p [W-1:0];              
    genvar i;
    generate
        for (i = 0; i < W; i = i + 1) begin : mul_tree_partial_product_block
            assign partial_p[i] = a_pos[i] ? b_pos : {W{1'b0}};
        end
    endgenerate
    wire [2*W-1:0] sum [W-1:0];                  
    generate
        for (i = 0; i < W; i = i + 1) begin : mul_tree_sum_block
            assign sum[i] = partial_p[i] << i;
        end
    endgenerate
    reg [2*W-1:0] final_sum;
    integer j;
    always @(*) begin
        final_sum = 0;
        for (j = 0; j < W; j = j + 1) begin
            final_sum = final_sum + sum[j];
        end
    end
    assign product = is_negative ? ~final_sum + 1 : final_sum;
endmodule
```
==> qor.yml <==
outcome:
  status: "complete, no violations"
detailed_routing:
  detail_route.wirelength_mm: 114
  routed-via-count: 28500
  antenna_left: 0
  via_density_per_instance: 5.29
  avgRoutedWirePerCell_um: 21.2
  drcViolationCount: 0
  first_iter_violations: 1500
  dr.pass1.iters: 5
cells_and_area:
  postLayoutCellArea_sq_mm: 0.0386
  lay_top_count: "fa_1"
  flops: 0
  highest_count_cells_in_the_layout_ignoring_fill_and_taps: "902 x fa_1, 836 x inv_1, 833 x nand2_1"
  combGateArea_sq_mm: 0.0319
  flop_area_sq_um: 0
  area.growth.synth_to_final_pct: 9.02
  layout.filler_cells: 8679
  layout-drive-gt1-share_pct: 4.56
  clockBufferCount: 0
global_routing:
  groute.usage.overall_pct: 28.0
  grt_pass1_wl_mm: 178
  grt.overflow.total: 0
  antenna_violations_before_repair: 2
  first_global_vias: 29800
  grt_max_degree: 48
die:
  die_area_sq_mm: 0.0898
  io_pins: 128
  initial_core_util_pct: 40.6
  floorplan.rows: 108
  coreArea_sq_mm: 0.0873
  die-height_um: 300
  chipWidth_um: 300
timing:
  maxSlewHeadroom_pct: 35.6
  timing.final.crit_period_ps: 25920
  hold_fails_final_rpt: 0
  grt_setup_unrepaired: "no"
  fmaxAchievable_mhz: 38.6
  setup_viol: 0
  timing_worst_slew_pin_value_ps: 962
  slew_violations: 0
  finalSetupTns_ps: 0
  post-route-period-util_pct: 78.1
logic_synthesis:
  synthTopLogicFamily: "adder cells"
  average_footprint_of_a_synthesized_cell_sq_um: 8.47
  yosysWarnings: 1
  netlist_instances: 4185
  adder_share_pct: 60.2
  ys_cells: 4185
  sequential_to_total_area_share_from_yosys_stat_pct: 0
  syn_area_sq_mm: 0.0354
  synth.mux.area_fraction_pct: 0.145
  compound_area_share_pct: 6.51
  synthSimpleGateAreaFrac_pct: 17.2
  fraction_of_synthesized_cell_area_in_xor_and_xnor_cells_pct: 4.85
  synth_chip_area_sq_mm: 0.0354
  yosys.cell_types.count: 80
run:
  cap_viol_max_count: 0
  stage_log_warnings: 32
power_and_ir_drop:
  ir_worst_vdd_uv: 2430
  power.share.switching_pct: 58.0
  power.density_cell_area_mw_per_mm2: 927
  power_leakage_nw: 19.2
  power.net_switching_w: 0.0208
  p_int_w: 0.0151
min_path:
  worstHoldPathCells: 7
  min-delay-path-class: "in -> out"
worst_setup_path:
  crit_path_end_kind: "output pin"
  setup.worst_path.class: "in -> out"
  most_frequent_cell_on_the_critical_path: "fa_1"
  worstSetupStartpointType: "input pin"
  path_delay_family: "adder cells"
  critPathMaxFanout: 25
  buffering_stage_count_on_the_worst_path_with_inverters_included: 8
  worst_ep_required_ps: 26560
  cp_slowest_stage_delay_ps: 670
  timing.critical_path.depth: 36
  critical_path_arrival_ps: 19280
  critical_path.slowest_cell: "o41ai_1"
clocking:
  post_cts_setup_driven_buffer_insertion_count: 0
  cts_resized: 0
  postCtsHoldBufs: 0
placed_design:
  dpl.hpwl_mm: 95.7
  placement.cell_area_sq_mm: 0.0386
  gp_congestion: 0.983
  port_buffer_cells: 128
cells in the mapped netlist (all sizes together), types with 15 or more instances:
master	n	area [sq um]
nand4	27	184
a21o	16	120
a31oi	17	106
o31ai	19	143
xor2	77	674
clkbuf	191	719
nand3	17	85.1
and3	15	96.3
nand2	833	3130
nor3	31	160
nand2b	16	100
a21oi	108	541
and2	65	407
o211ai	16	120
nor4	15	130
o21ai	90	450
fa	902	18100
nor2	333	1250
xnor2	119	1040
ha	260	3250
inv	836	3140
worst paths after layout:
path              start          end  slack, ps
setup / recovery   a[4]  product[63]       7280
hold / removal    b[31]  product[12]      14540
cell type report:
cell class	instances	area share, %
antenna	2	0.0130
inverter	836	8.12
multi-input combinational	3145	82.5
tap	1155	3.74
timing repair buffer	247	5.62
logic make-up (layout without fill, tap and decap cells):
kind of cell / count (synthesis) / count (layout)
compound gates: 361 / 361
xor+xnor: 196 / 196
fa+ha+maj: 1162 / 1162
buf+inv: 1040 / 1083
mux: 5 / 5
other cells: 0 / 2
simple gates: 1421 / 1421
metal layers:
metal / global-route usage [%] / wire [um] / vias up
li1: - / - / 12700
met1: 38.8 / 44100 / 14400
met2: 42.0 / 52700 / 1200
met3: 12.1 / 13300 / 175
met4: 7.24 / 3990 / 0
met5: 0 / 0 / -
power groups by stage:
stage / Clock (W) / Combinational, W / Sequential (W)
after CTS: 0 / 0.0358 / 0
after global routing: 0 / 0.0389 / 0
per-stage QoR:
stage,utilization (%),power (W),hold slack [ps],cells,setup slack [ps]
finish,44.2,0.0358,14540,5385,7280
global route,44.2,0.0389,14620,5383,6530
CTS,44.2,0.0358,14560,5383,7130
detailed placement,44.2,0.0355,14560,5383,7170
global placement,44.2,0.0357,14560,5383,7400
floorplan,-,0.0218,13390,4185,9880
Power and IR drop assume default switching activity.
