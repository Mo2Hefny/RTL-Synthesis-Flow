## /design/flow/run.sh

```bash
#!/bin/bash
# OpenROAD 26Q1-2900-gdf79404cd8, Yosys 0.63+post, stock flow scripts
make -C /OpenROAD-flow-scripts/flow DESIGN_CONFIG=/design/flow/config.mk WORK_HOME=/design/flow/orfs finish
```

## /design/flow/constraint.sdc

```tcl
current_design multiplier_tree

set clk_period 33.2
set clk_io_pct 0.2

create_clock -name clk0 -period $clk_period

set non_clock_inputs [all_inputs -no_clocks]
set_input_delay [expr $clk_period * $clk_io_pct] -clock clk0 $non_clock_inputs
set_output_delay [expr $clk_period * $clk_io_pct] -clock clk0 [all_outputs]
```

## /design/flow/design.v

```verilog
module multiplier_tree #(parameter W=32, parameter N=4) (
    input signed [W-1:0] a,
    input signed [W-1:0] b,
    output signed [2*W-1:0] product
);
    wire is_negative = a[W-1] ^ b[W-1];
    wire [W-1:0] a_pos = a[W-1] ? ~a + 1 : a;
    wire [W-1:0] b_pos = b[W-1] ? ~b + 1 : b;
    wire [W-1:0] partial_p [W-1:0];              
    genvar i;
    generate
        for (i = 0; i < W; i = i + 1) begin : mul_tree_partial_product_block
            assign partial_p[i] = a_pos[i] ? b_pos : {W{1'b0}};
        end
    endgenerate
    wire [2*W-1:0] sum [W-1:0];                  
    generate
        for (i = 0; i < W; i = i + 1) begin : mul_tree_sum_block
            assign sum[i] = partial_p[i] << i;
        end
    endgenerate
    reg [2*W-1:0] final_sum;
    integer j;
    always @(*) begin
        final_sum = 0;
        for (j = 0; j < W; j = j + 1) begin
            final_sum = final_sum + sum[j];
        end
    end
    assign product = is_negative ? ~final_sum + 1 : final_sum;
endmodule
```

## /design/flow/config.mk

```make
export PLATFORM = sky130hd
export DESIGN_NAME = multiplier_tree
export DESIGN_NICKNAME = multiplier_tree
export VERILOG_FILES = /design/flow/design.v
export SDC_FILE = /design/flow/constraint.sdc
export NUM_CORES = 4
export LEC_CHECK = 1
export CORE_UTILIZATION = 40
```

==> flow_summary.ini <==
; physical design summary
[status]
run_status = complete, no violations

[job]
maxCapViolations = 0
warnings = 32

[synth]
syn_area_mm2 = 0.0354
synth.avg_cell_area_um2 = 8.47
yosysCellCount = 4185
ys_seq_share_pct = 0
ys.warnings.count = 1
netlist_instances = 4185
ys_chip_area_mm2 = 0.0354
yosysUniqueCellTypes = 80

[final_timing]
slew-limit-headroom_pct = 35.6
max_slew.worst_pin.slew_ns = 0.962
final.setup.tns_ns = 0
fin_crit_sh_pct = 78.1
hold_viol_final = 0
fmax_ghz = 0.0386
slew_violations = 0
setup_violations = 0
rsz0062_at_grt = no
finalCriticalPeriod_ns = 25.92
setup_ws_ns = 7.28

[floorplan]
chipWidth_um = 300
row_count = 108
dieHeight_um = 300
ios = 128
coreArea_mm2 = 0.0873
initCoreUtil_pct = 40.6
die_area_mm2 = 0.0898

[clock_tree]
ctsResizeCount = 0
post_cts_buffers = 0
cts-hold-fix-buffers = 0

[worst_setup_path]
cp_max_fo = 25
crit_path_max_incr_delay_ns = 0.67
cp_slowest_cell = o41ai_1
endpoint_kind = output pin
cp-start-kind = primary input
cp-startpoint = a[4]
critPathRequiredTime_ns = 26.56
arrival_ns = 19.28
timing.critical_path.mode_cell = fa_1
crit_type = in -> out

[route]
vias = 28500
first_pass_iters = 5
finalWirelength_um = 114000
vias_per_cell = 5.29
post_drt_wl_per_cell_um = 21.2
drt_iter0_markers = 1500
drc = 0
ant_nets = 0

[placement]
portBuffers = 128
dpl_cell_area_mm2 = 0.0386
dp_slack_ns = 7.17
place_inst = 5383
gp_congestion = 0.983
place_hpwl_um = 95700

[global_route]
grt_overflow = 0
grt_first_pass_wirelength_um = 178000
grt_antenna_before_repair = 2
grt_max_degree = 48
grt_use_total_pct = 28.0
grt_pass1_vias = 29800

[power]
max-vdd-ir-drop_mv = 2.43
p_per_area_mw_per_mm2 = 927
p_int_w = 0.0151
p_leak_nw = 19.2
switching_share_pct = 58.0
switching_power_w = 0.0208

[final_layout]
regArea_um2 = 0
n_clock_buffer = 0
syn_to_final_growth_pct = 9.02
finalNonFillerCells = 5385
layout_top_cell = fa_1
post-route-cell-area_mm2 = 0.0386
flop-count = 0
final_util_pct = 44.2
mostFrequentLayoutCells = fa_1 (902), inv_1 (836), nand2_1 (833), nor2_1 (333), ha_1 (260)
drive_gt1_share_pct = 4.56

[worst_hold_path]
hp-start = b[31]
hold_class = in -> out
-- per-layer routing --
layer	up-vias	track usage, %	routed length (um)
met5	-	0	0
met4	0	7.24	3990
met3	175	12.1	13300
met2	1200	42.0	52700
met1	14400	38.8	44100
li1	12700	-	-
-- cell usage after synthesis, types with 4 or more instances --
library cell	n	area share [%]
and2_1	65	1.1
nor2b_1	8	0.14
inv_1	836	8.9
buf_6	5	0.16
o31a_1	4	0.099
a22o_1	4	0.099
o21ai_1	9	0.13
o21ai_0	81	1.1
nor2_1	333	3.5
nand3_1	17	0.24
xnor2_1	119	2.9
a21boi_0	8	0.17
and4_1	10	0.25
a41oi_1	5	0.12
a221oi_1	4	0.099
nand4b_1	5	0.12
o31ai_1	19	0.40
mux2i_1	4	0.11
xor2_1	77	1.9
ha_1	260	9.2
fa_1	902	51
or3_1	13	0.23
o41ai_1	8	0.20
a31oi_1	17	0.30
a211o_1	4	0.099
or4_1	14	0.30
o21a_1	14	0.30
clkbuf_1	189	2.0
a21o_1	16	0.34
a21oi_1	108	1.5
nor3_1	30	0.42
a211oi_1	7	0.15
nand2b_1	16	0.28
nand4_1	26	0.46
o211ai_1	16	0.34
nand2_1	833	8.8
buf_2	5	0.071
and3_1	13	0.23
nor4_1	12	0.21
-- cell families after synthesis --
group / after synthesis / synth area share (%)
simple gates: 1421 / 17.2
xor+xnor: 196 / 4.85
fa+ha+maj: 1162 / 60.2
mux: 5 / 0.145
compound gates: 361 / 6.51
buf+inv: 1040 / 11.2
-- power by group through the flow --
stage / Clock (W) / Sequential (W) / Combinational (W)
global route: 0 / 0 / 0.0389
CTS: 0 / 0 / 0.0358
-- cell type report --
class / count / area (um2)
fillers: 8679 / 48700
multi-input cells: 3145 / 31900
inverters: 836 / 3140
repair buffers: 247 / 2170
well taps: 1155 / 1450
diodes: 2 / 5.00
-- through the flow --
stage | total power [W] | hold slack (ns)
2_1_floorplan | 0.0218 | 13.39
3_3_place_gp | 0.0357 | 14.56
3_5_place_dp | 0.0355 | 14.56
4_1_cts | 0.0358 | 14.56
5_1_grt | 0.0389 | 14.62
6_report | 0.0358 | 14.54
-- worst max-delay path: cells and delay by family --
kind                     cells  cell delay, ns
AND-OR/OR-AND                4            2.00
buffers and inverters        8            1.67
XOR/XNOR                     2            0.36
AND/OR/NAND/NOR             13            4.07
adder cells (fa/ha/maj)      9            4.51
-- path summary, 6_finish.rpt --
| kind | end | slack [ns] | depth (start not counted) |
|---|---|---|---|
| worst max-delay path | product[63] | 7.28 | 36 |
| worst min-delay path | product[12] | 14.54 | 7 |
Power and IR drop assume default switching activity.
